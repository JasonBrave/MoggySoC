==> /design/flow/design.v <==
module cpu_subsys_host_bridge (
    input logic			sys_clk,
    input logic			rst_n,
    input logic			cpu_mem_valid,
    output logic		cpu_mem_ready,
    input logic [31:0]	cpu_mem_addr,
    input logic [31:0]	cpu_mem_wdata,
    input logic			cpu_mem_we,
    input logic [3:0]	cpu_mem_be,
    output logic [31:0]	cpu_mem_rdata,
    output logic		rom_mem_valid,
    output logic [29:0]	rom_mem_addr,
	output logic		rom_mem_write,
    output logic [31:0]	rom_mem_wdata,
    output logic [3:0]	rom_mem_wstrb,
    input logic [31:0]	rom_mem_rdata,
    input logic			rom_mem_ready,
    output logic		sram_mem_valid,
    output logic [29:0]	sram_mem_addr,
	output logic		sram_mem_write,
    output logic [31:0]	sram_mem_wdata,
    output logic [3:0]	sram_mem_wstrb,
    input logic [31:0]	sram_mem_rdata,
    input logic			sram_mem_ready,
    output logic		periph_mem_valid,
    output logic [30:0]	periph_mem_addr,
	output logic		periph_mem_write,
    output logic [31:0]	periph_mem_wdata,
    output logic [3:0]	periph_mem_wstrb,
    input logic [31:0]	periph_mem_rdata,
    input logic			periph_mem_ready
);
    assign rom_mem_addr = cpu_mem_addr[29:0];
    assign sram_mem_addr = cpu_mem_addr[29:0];
    assign periph_mem_addr = cpu_mem_addr[30:0];
	assign rom_mem_write = cpu_mem_we;
	assign sram_mem_write = cpu_mem_we;
	assign periph_mem_write = cpu_mem_we;
    assign rom_mem_wdata = cpu_mem_wdata;
    assign sram_mem_wdata = cpu_mem_wdata;
    assign periph_mem_wdata = cpu_mem_wdata;
    assign rom_mem_wstrb = cpu_mem_be;
    assign sram_mem_wstrb = cpu_mem_be;
    assign periph_mem_wstrb = cpu_mem_be;
    always_comb begin
        rom_mem_valid = 1'b0;
        sram_mem_valid = 1'b0;
        periph_mem_valid = 1'b0;
        unique case (cpu_mem_addr[31:30])
            2'b00: begin
                rom_mem_valid = cpu_mem_valid;
            end
            2'b01: begin
                sram_mem_valid = cpu_mem_valid;
            end
            default: begin
                periph_mem_valid = cpu_mem_valid;
            end
        endcase  
    end
    logic muxed_ready;
    always_comb begin
        unique case (cpu_mem_addr[31:30])
            2'b00: begin
                muxed_ready = rom_mem_ready;
                cpu_mem_rdata = rom_mem_rdata;
            end
            2'b01: begin
                muxed_ready = sram_mem_ready;
                cpu_mem_rdata = sram_mem_rdata;
            end
            default: begin
                muxed_ready = periph_mem_ready;
                cpu_mem_rdata = periph_mem_rdata;
            end
        endcase  
    end  
    logic trans_active;
    always_ff @(posedge sys_clk or negedge rst_n) begin
        if(!rst_n) begin
            trans_active <= 1'b0;
        end else begin
            if(cpu_mem_valid) begin
                trans_active <= 1'b1;
            end else if(muxed_ready) begin
                trans_active <= 1'b0;
            end
        end
    end  
    assign cpu_mem_ready = muxed_ready & trans_active;
endmodule  
==> /design/flow/run.sh <==
#!/bin/bash
# OpenROAD 26Q1-2900-gdf79404cd8, Yosys 0.63+post, stock flow scripts
make -C /OpenROAD-flow-scripts/flow DESIGN_CONFIG=/design/flow/config.mk WORK_HOME=/design/flow/orfs finish
==> /design/flow/config.mk <==
export PLATFORM = sky130hd
export DESIGN_NAME = cpu_subsys_host_bridge
export DESIGN_NICKNAME = cpu_subsys_host_bridge
export VERILOG_FILES = /design/flow/design.v
export SDC_FILE = /design/flow/constraint.sdc
export NUM_CORES = 4
export LEC_CHECK = 1
export CORE_AREA = 10 10 164 164
export DIE_AREA = 0 0 174 174
==> /design/flow/constraint.sdc <==
current_design cpu_subsys_host_bridge

set clk_period 2.9
set clk_io_pct 0.2

create_clock -name clk0 -period $clk_period [get_ports {sys_clk}]

set non_clock_inputs [all_inputs -no_clocks]
set_input_delay [expr $clk_period * $clk_io_pct] -clock clk0 $non_clock_inputs
set_output_delay [expr $clk_period * $clk_io_pct] -clock clk0 [all_outputs]
==> reports/metrics.yaml <==
largest_register_ffs: 1
setup_viol: 0
timing.critical_path.to_type: "output pin"
critPathRequiredTime_ps: 2320
crit_path_start_kind: "primary input"
routabilityCongestion: 0.6790
overflow: 0
yosys_register_bits: 1
clock-skew-final_ps: 0
vdd_drop_max_mv: 0.03575
post_drt_via_cell_ratio: 2.580
grtUsageTotal_pct: 4.832
die_w_um: 174
core_util_floorplan_pct: 9.843
detailroute.via_count: 1468
syn2layout_area_growth_pct: 10.10
dpl.cell_count: 569
cts_setup_buffers: 0
critPathArrivalTime_ps: 1950
wl_per_cell_um: 14.36
row_count: 56
timing_max_transition_violations_final: 0
report.final.hold_viol_count: 0
max_slew_margin_pct: 78.19
synth.mux.area_fraction_pct: 14.56
cp_cell_sequence: "buf_2 -> buf_4 -> mux2i_1 -> o21ai_0 -> clkdlybuf4s50_1"
final_cell_count_no_fill: 569
netlist_instances: 320
critPathKind: "in2out"
grt_start_max_net_pins: 71
finalHoldWorstSlack_ps: 600.9
iteration_tally_of_the_first_detailed_router_pass: 4
topCombFamilyByArea: "buffers and inverters"
post_synth_xor_area_fraction_pct: 0
fp.dieArea_um2: 30280
hp-class: "reg2reg"
cp_top_family: "buffers and inverters"
worstMarginPinSlew_ps: 327.2
first_iter_violations: 32
critical_path.max_stage_delay_ps: 490
min_period_over_period_pct: 87.33
status: "finished clean"
yosys_aoi_share_pct: 7.768
clk_latency_ps: 0
layout_top_registers: "trans_active (1)"
postSynthAreaPerCell_um2: 7.198
grt_pass1_wl_mm: 11.19
critical_path_buf_inv_count: 3
cts_repair_resize_count: 0
grt_pass1_vias: 1685
antenna_found_initial: 0
cap_viol_max_count: 0
openroad.warnings: 28
place_hpwl_mm: 7.019
slowest_stage: "clkdlybuf4s50_1"
path_clk_slew_ps: 0
detail_route.drc_violations: 0
floorplan.die.height_um: 174
ys_types: 17
ios: 409
finalCriticalPeriod_ps: 2533
drive_gt1_share_pct: 2.400
max_flop_register: "trans_active"
netlist_area_um2: 2303
fa_ha_area_share_pct: 0
ys_chip_area_um2: 2303
yosys_warnings: 1
finalWirelength_mm: 8.169
synth_simple_gate_area_share_pct: 6.573
synth.yosys.num_cells: 320
ant_nets: 0
total_leakage_power_nw: 0.9211
diodes: 0
tns_ps: 0
totalPowerFinal_mw: 0.3273
rsz0062_at_grt: "false"
fmax_ghz: 0.3948
coreArea_um2: 23400
power_per_cell_area_nw_per_um2: 129.0
yosys.stat.seqShare_pct: 1.086
cts_hold_repair.buffers: 0
cp_max_fo: 13
placement.io_buffers: 140
post-route-util_pct: 10.84
-- power breakdown --
part	switching (mW)	internal (mW)	leakage (nW)
combinational	0.0820	0.229	0.910
sequential	0.000829	0.0154	0.0109
clock	0	0	0
-- path summary, 6_finish.rpt --
path | start | to | slack [ps] | depth (start not counted)
worst max-delay path | cpu_mem_addr[30] | cpu_mem_rdata[20] | 370 | 5
worst min register to register | trans_active$_DFFE_PN0P_ | trans_active$_DFFE_PN0P_ | 600 | 2
worst min-delay path | trans_active$_DFFE_PN0P_ | trans_active$_DFFE_PN0P_ | 600 | 2
max in group asynchronous | rst_n | trans_active$_DFFE_PN0P_ | 2070 | 1
min in group asynchronous | rst_n | trans_active$_DFFE_PN0P_ | 730 | 1
worst max register to register | trans_active$_DFFE_PN0P_ | trans_active$_DFFE_PN0P_ | 2200 | 2
-- cell usage in the layout (no fill, tap or decap) --
| master | instances |
|---|---|
| buf_12 | 2 |
| and2_1 | 1 |
| o211a_1 | 1 |
| buf_4 | 1 |
| nand2b_1 | 2 |
| dfrtp_1 | 1 |
| o221ai_1 | 1 |
| nand2_1 | 32 |
| buf_2 | 2 |
| nor3_1 | 1 |
| clkdlybuf4s50_1 | 138 |
| mux2_4 | 1 |
| nor3b_1 | 1 |
| mux2i_1 | 32 |
| inv_1 | 2 |
| o21ai_0 | 32 |
-- area by class of cell --
type,count,area [um^2]
Inverter,2,7.507
Timing Repair Buffer,143,1439
Multi-Input combinational cell,104,665.6
Fill cell,2740,20870
Sequential cell,1,25.02
Tap cell,319,399.1
-- worst register-to-register path: cells and delay by family (launching register included) --
family	cells	cell delay, ps
AOI/OAI and AO/OA	1	110
DFF	1	370
and+or+nand+nor	1	80
-- synth_stat cells, drive strengths merged --
master / number / area [um^2]
nor3b: 1 / 7.510
buf: 209 / 1590
dfrtp: 1 / 25.02
nand2: 32 / 120.1
o211a: 1 / 10.01
o221ai: 1 / 8.760
o21ai: 32 / 160.2
and2: 1 / 6.260
mux2i: 32 / 320.3
clkbuf: 4 / 15.01
mux2: 1 / 15.01
inv: 2 / 7.510
nand2b: 2 / 12.51
nor3: 1 / 5.000
-- per-layer routing --
metal,GRT usage [%],share of wire (%),vias up
li1,-,-,681
met1,3.848,28,522
met2,7.742,44,177
met3,3.192,18,88
met4,4.703,10,0
met5,0,0,-
-- logic make-up (layout without fill, tap and decap cells) --
kind of cell    after synthesis  in the layout
mux                          33             33
simple gates                 37             37
compound gates               34             34
buf+inv                     215            145
flops                         1              1
-- per-stage QoR --
| step | setup WS [ps] | area, um^2 |
|---|---|---|
| floorplan | 1129 | 2303 |
| global placement | 310.2 | 2536 |
| detailed placement | 315.5 | 2536 |
| CTS | 284.2 | 2536 |
| global route | 213.6 | 2536 |
| finish | 367.3 | 2536 |
Power figures rest on the tool's default switching activity, not on a simulated workload.
